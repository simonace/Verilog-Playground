File: flow/design.v
module kogge_stone_adder_carry_chain(
  input   wire    [7:0]   a,
  input   wire    [7:0]   b,
  input   wire            c0,
  output  wire    [7:0]   c_o
);
wire  [7:0]   p;
wire  [7:0]   g;
wire          p10;
wire          g10;
wire          p21;
wire          g21;
wire          p32;
wire          g32;
wire          p43;
wire          g43;
wire          p54;
wire          g54;
wire          p65;
wire          g65;
wire          p76;
wire          g76;
wire          p20;
wire          g20;
wire          p30;
wire          g30;
wire          p41;
wire          g41;
wire          p52;
wire          g52;
wire          p63;
wire          g63;
wire          p74;
wire          g74;
wire          p40;
wire          g40;
wire          p50;
wire          g50;
wire          p60;
wire          g60;
wire          p70;
wire          g70;
assign p = a ^ b;
assign g = a & b;
pg_node u_pg10(
  .pi1  (p[1]),
  .pi2  (p[0]),
  .gi1  (g[1]),
  .gi2  (g[0]),
  .po   (p10),
  .go   (g10)
);
pg_node u_pg21(
  .pi1  (p[2]),
  .pi2  (p[1]),
  .gi1  (g[2]),
  .gi2  (g[1]),
  .po   (p21),
  .go   (g21)
);
pg_node u_pg32(
  .pi1  (p[3]),
  .pi2  (p[2]),
  .gi1  (g[3]),
  .gi2  (g[2]),
  .po   (p32),
  .go   (g32)
);
pg_node u_pg43(
  .pi1  (p[4]),
  .pi2  (p[3]),
  .gi1  (g[4]),
  .gi2  (g[3]),
  .po   (p43),
  .go   (g43)
);
pg_node u_pg54(
  .pi1  (p[5]),
  .pi2  (p[4]),
  .gi1  (g[5]),
  .gi2  (g[4]),
  .po   (p54),
  .go   (g54)
);
pg_node u_pg65(
  .pi1  (p[6]),
  .pi2  (p[5]),
  .gi1  (g[6]),
  .gi2  (g[5]),
  .po   (p65),
  .go   (g65)
);
pg_node u_pg76(
  .pi1  (p[7]),
  .pi2  (p[6]),
  .gi1  (g[7]),
  .gi2  (g[6]),
  .po   (p76),
  .go   (g76)
);
pg_node u_pg20(
  .pi1  (p21),
  .pi2  (p[0]),
  .gi1  (g21),
  .gi2  (g[0]),
  .po   (p20),
  .go   (g20)
);
pg_node u_pg30(
  .pi1  (p32),
  .pi2  (p10),
  .gi1  (g32),
  .gi2  (g10),
  .po   (p30),
  .go   (g30)
);
pg_node u_pg41(
  .pi1  (p43),
  .pi2  (p21),
  .gi1  (g43),
  .gi2  (g21),
  .po   (p41),
  .go   (g41)
);
pg_node u_pg52(
  .pi1  (p54),
  .pi2  (p32),
  .gi1  (g54),
  .gi2  (g32),
  .po   (p52),
  .go   (g52)
);
pg_node u_pg63(
  .pi1  (p65),
  .pi2  (p43),
  .gi1  (g65),
  .gi2  (g43),
  .po   (p63),
  .go   (g63)
);
pg_node u_pg74(
  .pi1  (p76),
  .pi2  (p54),
  .gi1  (g76),
  .gi2  (g54),
  .po   (p74),
  .go   (g74)
);
pg_node u_pg40(
  .pi1  (p41),
  .pi2  (p[0]),
  .gi1  (g41),
  .gi2  (g[0]),
  .po   (p40),
  .go   (g40)
);
pg_node u_pg50(
  .pi1  (p52),
  .pi2  (p10),
  .gi1  (g52),
  .gi2  (g10),
  .po   (p50),
  .go   (g50)
);
pg_node u_pg60(
  .pi1  (p63),
  .pi2  (p20),
  .gi1  (g63),
  .gi2  (g20),
  .po   (p60),
  .go   (g60)
);
pg_node u_pg70(
  .pi1  (p74),
  .pi2  (p30),
  .gi1  (g74),
  .gi2  (g30),
  .po   (p70),
  .go   (g70)
);
assign c_o[0] = g[0] | (p[0] & c0);
assign c_o[1] = g10 | (p10 & c0);
assign c_o[2] = g20 | (p20 & c0);
assign c_o[3] = g30 | (p30 & c0);
assign c_o[4] = g40 | (p40 & c0);
assign c_o[5] = g50 | (p50 & c0);
assign c_o[6] = g60 | (p60 & c0);
assign c_o[7] = g70 | (p70 & c0);
endmodule
module pg_node(
  input   wire    pi1,
  input   wire    pi2,  
  input   wire    gi1,
  input   wire    gi2,  
  output  wire    po,
  output  wire    go
);
assign po = pi1 & pi2;
assign go = gi1 | (pi1 & gi2);
endmodule
File: flow/run.sh
#!/bin/bash
# OpenROAD 26Q1-2900-gdf79404cd8, Yosys 0.63+post, stock flow scripts
make -C /OpenROAD-flow-scripts/flow DESIGN_CONFIG=/design/flow/config.mk WORK_HOME=/design/flow/orfs finish
File: flow/config.mk
export PLATFORM = sky130hd
export DESIGN_NAME = kogge_stone_adder_carry_chain
export DESIGN_NICKNAME = kogge_stone_adder_carry_chain
export VERILOG_FILES = /design/flow/design.v
export SDC_FILE = /design/flow/constraint.sdc
export NUM_CORES = 4
export LEC_CHECK = 1
export CORE_AREA = 10 10 70 70
export DIE_AREA = 0 0 80 80
File: flow/constraint.sdc
current_design kogge_stone_adder_carry_chain

set clk_period 2.6
set clk_io_pct 0.2

create_clock -name clk0 -period $clk_period

set non_clock_inputs [all_inputs -no_clocks]
set_input_delay [expr $clk_period * $clk_io_pct] -clock clk0 $non_clock_inputs
set_output_delay [expr $clk_period * $clk_io_pct] -clock clk0 [all_outputs]
==> reports/qor.yml <==
pwr:
  ir_drop_mv: 0.0859
  p_per_area_mw_per_mm2: 201
  leakage_nw: 0.304
die:
  die-area_sq_mm: 0.00640
  die_w_microns: 80
  core_area_sq_mm: 0.00342
  boundaryPins: 25
  rows: 21
  fp_util_pct: 7.33
  die_h_microns: 80
detailed_routing:
  wl_mm: 1.20
  ant_nets: 0
  drc: 0
  num_vias: 356
  viasPerCell: 3.33
  dr.pass1.iters: 3
  avgRoutedWirePerCell_microns: 11.2
  drt_iter0_markers: 2
  n_antenna_cell: 0
flow_run:
  warning_count: 32
  maxCapViolCount: 0
cells_and_area:
  logic_area_sq_um: 338
  finish.utilization_pct: 20.1
  fill_cells: 384
  drive_above_1_share_pct: 37.7
  area_growth_pct: 175
  nClkBuffers: 0
  seq_area_sq_um: 0
  flop-count: 0
placement:
  port_buffers: 25
  hpwl_microns: 978
  globalplace.congestion: 0.763
logic_synthesis:
  largest_area_cell: "ha_1"
  post-synth-top-count-cell: "ha_1"
  synth_chip_area_sq_um: 250
  top_cell_area_share_pct: 40.0
  ys_seq_share_pct: 0
  synth.avg_cell_area_sq_um: 8.94
  topCellsByArea: "ha_1, a2111oi_4, a21oi_1"
  ys_warn_count: 0
  yosys_cells: 28
  syn-cell-area_sq_um: 250
  netlist_instances: 28
  synthTopCellsByCount: "ha_1, a21oi_1"
  ys_types: 13
worst_setup_path:
  worst_ep_arrival_time_ns: 2.00
  critPathKind: "in -> out"
  worst-path-max-fanout: 3
  endpoint: "c_o[5]"
  crit_required_ns: 2.08
  crit_start: "a[5]"
  cp-start-kind: "primary input"
  endpoint_kind: "output pin"
grt:
  grt_pass1_wl_mm: 1.99
  antenna_found_initial: 0
  grt_pass1_vias: 400
  grt_util_all_layers_pct: 3.72
  grt_overflow: 0
  grt_max_degree: 4
timing:
  setup_viol: 0
  tns_ns: 0
  fin_crit_ns: 2.52
  maxSlewViolCount: 0
  max_slew_margin_pct: 81.9
  final_hold_viol_count: 0
  period_used_pct: 96.8
  rsz0062_at_grt: "no"
  tightest_slew_ns: 0.272
  clock.fmax_ghz: 0.397
clock_network:
  hold_buffers: 0
worst_hold_path:
  hp-class: "in -> out"
run_status:
  status: "finished clean"
[worst max-delay path, cell delays in order]
cell and delay (ns):
clkdlybuf4s50_1 0.51, ha_4 0.23, a2111oi_4 0.31, buf_4 0.16, nor2_1 0.04, dlygate4sd2_1 0.24
[final cells by class]
class                      instances  area share [%]
multi-input combinational         28            49.2
tap                               46            8.38
timing repair buffer              33            42.4
[per-stage QoR]
stage               power, mW  cells  setup WS (ns)  hold WS (ns)  instance area [sq um]
floorplan              0.0436     28          0.540          1.13                    250
global placement        0.112    102         -0.405          2.10                    581
detailed placement      0.113    102         -0.418          2.11                    581
CTS                     0.138    107        0.00343          1.69                    686
global route            0.152    107        0.00351          1.72                    687
finish                  0.138    107         0.0832          1.67                    687
[power by group]
part / leakage [nW] / internal [mW] / switching, mW
combinational: 0.304 / 0.0873 / 0.0507
clock: 0 / 0 / 0
sequential: 0 / 0 / 0
total: 0.304 / 0.0873 / 0.0507
[logic make-up (layout without fill, tap and decap cells)]
logic type	Yosys count	after routing	synth area share (%)
buffers and inverters	0	33	0
AND-OR/OR-AND	14	14	49.5
AND/OR/NAND/NOR	6	6	10.5
adder cells (fa/ha/maj)	8	8	40.0
[how the worst min path moves through the flow]
stage     from  endpoint  slack [ns]  cells past startpoint
4_1_cts   a[3]    c_o[3]        1.69                      4
5_1_grt   b[5]    c_o[6]        1.72                      5
6_report  b[5]    c_o[6]        1.67                      5
[metal layers]
metal / share of wire [%] / routed length [microns] / global-route usage [%] / up-vias
met5: 0 / 0 / 0 / -
met3: 22 / 268 / 3.30 / 0
met1: 51 / 607 / 5.41 / 152
met4: 0 / 0 / 0 / 0
met2: 27 / 324 / 4.01 / 25
li1: - / - / - / 179
[repair_timing]
item | CTS | global route
pin swaps | 14 | 5
buffers inserted | 5 | 1
resized | 25 | 8
endpoints found under the setup margin | 6 | 2
[placed cells by master, fill, tap and decap left out, drive strengths merged]
| cell | count |
|---|---|
| a2111oi | 1 |
| a211oi | 1 |
| a21o | 4 |
| a21oi | 4 |
| buf | 8 |
| clkbuf | 2 |
| clkdlybuf4s15 | 1 |
| clkdlybuf4s50 | 9 |
| dlygate4sd2 | 11 |
| dlymetal6s2s | 2 |
| ha | 8 |
| nand2 | 2 |
| nor2 | 2 |
| nor3 | 1 |
| o21ai | 1 |
| o21bai | 1 |
| o31ai | 2 |
| or2 | 1 |
Power is estimated from default activity; no workload was simulated.
