[./design.v]
module ahb_lite_master_read_write_interface(
  input   wire          HCLK,
  input   wire          HRESETn,
  input   wire          HREADY,
  output  wire  [31:0]  HADDR,
  output  wire          HWRITE,
  output  wire  [2:0]   HSIZE,
  output  reg   [31:0]  HWDATA,
  output  wire  [1:0]   HTRANS,
  input   wire          instr_available,
  input   wire  [31:0]  instr_haddr,
  input   wire          instr_hwrite,
  input   wire  [2:0]   instr_hsize,
  input   wire  [31:0]  instr_hwdata,
  output  reg           hrdata_ready
);
reg     [31:0]    haddr_pipe_1;
reg               hwrite_pipe_1;
reg               hwrite_pipe_2;
reg     [2:0]     hsize_pipe_1;
reg     [2:0]     hsize_pipe_2;
reg     [31:0]    hwdata_pipe_1;
reg     [31:0]    hwdata_pipe_2;
reg               instr_valid_pipe_1;
reg               instr_valid_pipe_2;
always @(posedge HCLK or negedge HRESETn) begin
  if (~HRESETn) begin
    instr_valid_pipe_1 <= 1'b0;
    instr_valid_pipe_2 <= 1'b0;
    haddr_pipe_1[31:0] <= 32'h0;
    hwrite_pipe_1 <= 1'b0;
    hwrite_pipe_2 <= 1'b0;
    hwdata_pipe_1[31:0] <= 32'h0;
    hwdata_pipe_2[31:0] <= 32'h0;
    hsize_pipe_1[2:0] <= 3'b0;
    hsize_pipe_2[2:0] <= 3'b0;
    HWDATA[31:0] <= 32'h0;
    hrdata_ready <= 1'b0;
  end
  else if (HREADY) begin
    instr_valid_pipe_1 <= instr_available;
    instr_valid_pipe_2 <= instr_valid_pipe_1;
    haddr_pipe_1[31:0] <= instr_haddr[31:0];
    hwrite_pipe_1 <= instr_hwrite;
    hwrite_pipe_2 <= hwrite_pipe_1;
    hwdata_pipe_1[31:0] <= instr_hwdata[31:0];
    hwdata_pipe_2[31:0] <= hwdata_pipe_1[31:0];
    hsize_pipe_1[2:0] <= instr_hsize[2:0];
    HWDATA[31:0] <= {32{hwrite_pipe_2}} & hwdata_pipe_2[31:0];
    hrdata_ready <= ~hwrite_pipe_2 & instr_valid_pipe_2;
  end
end
assign HTRANS[1:0] = {instr_valid_pipe_1, 1'b0};
assign HADDR[31:0] = haddr_pipe_1[31:0];
assign HSIZE[2:0] = hsize_pipe_1[2:0];
assign HWRITE = hwrite_pipe_1;
endmodule
[./run.sh]
#!/bin/bash
# OpenROAD 26Q1-2900-gdf79404cd8, Yosys 0.63+post, stock flow scripts
make -C /OpenROAD-flow-scripts/flow DESIGN_CONFIG=/design/flow/config.mk WORK_HOME=/design/flow/orfs finish
[./config.mk]
export PLATFORM = sky130hd
export DESIGN_NAME = ahb_lite_master_read_write_interface
export DESIGN_NICKNAME = ahb_lite_master_read_write_interface
export VERILOG_FILES = /design/flow/design.v
export SDC_FILE = /design/flow/constraint.sdc
export NUM_CORES = 4
export LEC_CHECK = 1
export CORE_UTILIZATION = 40
[./constraint.sdc]
current_design ahb_lite_master_read_write_interface

set clk_period 1.8
set clk_io_pct 0.2

create_clock -name clk0 -period $clk_period [get_ports {HCLK}]

set non_clock_inputs [all_inputs -no_clocks]
set_input_delay [expr $clk_period * $clk_io_pct] -clock clk0 $non_clock_inputs
set_output_delay [expr $clk_period * $clk_io_pct] -clock clk0 [all_outputs]
==> results.toml <==
# yosys + openroad results
[layout]
synthToLayoutAreaGrowth_pct = 39.9
final_common_cell = "clkdlybuf4s50_1"
comb_area_um2 = 1660
drive_above_1_share_pct = 26.8
fillers = 1026
flop_area_um2 = 3400
stdcell_count = 694
most-common-layout-cells = "clkdlybuf4s50_1 (139), dfrtp_1 (136), mux2_2 (59), mux2_4 (44)"

[placed_design]
hpwl_um = 6480
dp_cells = 664
io_buffers = 141
gp_congestion = 0.726

[drt]
drc = 0
drtAntennaViolNets = 0
drt_iter0_drc = 151
viasPerCell = 4.60
antenna-diode-count = 0
detail_route.wirelength_um = 9810
dr.pass1.iters = 4
dr_total_vias = 3192
wl_per_cell_um = 14.1

[clocking]
numClockSinks = 136
clk_path_buf_depth = 2
cts_setup_buffers = 0
cts_root_buf = "clkbuf_16"
cts_inserted_buffers = 17
cts.repair.resized = 0
worstSkewPairLatency_ns = 0.40
cts.clk_slew.worst_paths_ns = 0.05
cts_tree = "built"
cts.htree.levels = 4

[floorplan]
pin_count = 143
row_count = 41
dieWidth_um = 118
fp.coreArea_um2 = 12800
fp_util_pct = 41.8
dieHeight_um = 118
die_area_um2 = 13900

[global_route]
grt-busiest-layer = "met1"
grt_use_met3_pct = 3.85
grt_pass1_wl_um = 16600
grt_use_met1_pct = 24.8
grt_util_met2_pct = 23.8
antenna_found_initial = 0
track_usage_pct = 15.7
grt_overflow = 0
grt_pass1_vias = 3205
grt_max_degree = 61

[final_timing]
hold_violations = 56
tns_ns = 0
setup-violations-final = 0
drv_slew = 0
hold-worst-slack_ns = -0.0708
fmax_ghz = 0.619
post-route-period-util_pct = 89.8
clock_skew_ns = 0.00429
rsz0062_at_grt = "no"
fin_crit_ns = 1.62
max_slew_margin_pct = 62.2
worst_slew_pin_slew_ns = 0.568

[critical_path]
setup.worst_path.class = "reg -> out"
crit_buf_inv = 1
critPathCaptureType = "output port"
crit_slowest_cell = "clkdlybuf4s50_1"
crit_arrival_ns = 1.26
cp_max_fo = 2
critPathTopFamily = "buffers and inverters"
critPathRequiredTime_ns = 1.44
startpoint_type = "register"
cpPeakStageDelay_ns = 0.50
crit_chain = "clkdlybuf4s50_1"

[synth]
synth_cells = 364
ys_cells = 364
ys_types = 12
synth_area_um2 = 5360
ys_ff = 136
ys_seq_share_pct = 63.5
ys_warn_count = 1
ys_area_um2 = 5360
synth.avg_cell_area_um2 = 14.7

[flow_run]
warnings = 27
drv_cap = 0

[power_and_ir_drop]
cellLeakagePower_nw = 3.29
vdd_drop_max_v = 0.000609
power.density_nw_per_um2 = 1050
finalPower_w = 0.00790

[hold_path]
min_path_type = "in -> async"

[status]
status = "finished, violations left"
violations = "negative hold slack"
## registers in the layout (all words and copies together) (netlist names)
| name | flops |
|---|---|
| hwdata_pipe_1 | 32 |
| hwdata_pipe_2 | 32 |
| hsize_pipe_1 | 3 |
| instr_valid_pipe_2 | 1 |
| hrdata_ready | 1 |
| instr_valid_pipe_1 | 1 |
| HWDATA | 32 |
| hwrite_pipe_1 | 1 |
| haddr_pipe_1 | 32 |
| hwrite_pipe_2 | 1 |
## cell usage after synthesis (all sizes together)
master | instances | area (um2)
buf | 19 | 146
clkbuf | 6 | 22.5
conb | 1 | 3.75
dfrtp | 136 | 3400
inv | 33 | 124
mux2 | 103 | 1330
nand3 | 32 | 160
nand3b | 1 | 7.51
o21ai | 33 | 165
## metal layers
| metal | share of wire [%] | vias to the layer above |
|---|---|---|
| met5 | 0 | - |
| met4 | 0.87 | 0 |
| met3 | 4.6 | 5 |
| met2 | 48 | 67 |
| met1 | 46 | 1594 |
| li1 | - | 1526 |
## area by class of cell
type                       instances  area share [%]
clock inverter                     4           0.601
sequential                       136            45.4
tap                              172            2.87
multi-input combinational        170            22.2
timing repair buffer             153            20.9
inverter                          33            1.65
clock buffer                      26            6.39
## final timing paths
kind,from,slack [ns],depth (start not counted),to
setup / recovery,HWDATA[2],0.18,1,HWDATA[2]
hold / removal,HRESETn,-0.07,1,haddr_pipe_1[1]
setup reg to reg,hwrite_pipe_2,0.76,2,hwrite_pipe_2
hold reg to reg,hwdata_pipe_1[18],0.50,1,hwdata_pipe_2[18]
max in group asynchronous,HRESETn,1.28,2,HWDATA[28]
min in group clk0,HREADY,0.38,2,HWDATA[6]
## logic make-up after synthesis
group	after synthesis	synth area share (%)
flops	136	63.5
mux	103	24.7
buf+inv	58	5.46
compound gates	33	3.08
simple gates	33	3.13
other cells	1	0.0700
## through the flow
step	setup WS, ns	instance area [um2]	hold slack [ns]	util [%]
CTS	0.150	7490	-0.0564	58.4
floorplan	0.640	5360	0.0644	-
finish	0.185	7490	-0.0708	58.4
detailed placement	0.380	6970	0.380	54.4
global route	0.134	7490	-0.0314	58.4
global placement	0.389	6970	0.377	54.4
## power breakdown
group | switching (W) | total [W] | internal, W
registers | 0.000197 | 0.00364 | 0.00344
clock network | 0.00115 | 0.00310 | 0.00195
logic | 0.000339 | 0.00117 | 0.000828
total | 0.00168 | 0.00790 | 0.00622
Power figures rest on the tool's default switching activity, not on a simulated workload.
