File: flow/design.v
module synch_fifo (
  input   wire              clk,
  input   wire              rstn,
  input   wire              wr_en,
  input   wire              rd_en,
  output  reg   [3:0]       wr_ptr,
  output  reg   [3:0]       rd_ptr,
  output  reg   [3:0]       existed_entries,
  output  reg   [3:0]       available_entries,
  output  reg               full,
  output  reg               empty
);
reg   [4:0]     wr_ptr_next;
reg   [4:0]     rd_ptr_next;
wire            wr_round_next;
wire            rd_round_next;
reg             wr_round;
reg             rd_round;
reg   [3:0]     existed_entries_next;
reg   [3:0]     available_entries_next;
reg             full_next;
reg             empty_next;
wire            do_wr;
wire            do_rd;
assign wr_round_next = wr_ptr_next[4];
assign rd_round_next = rd_ptr_next[4];
assign do_wr = wr_en & ~full;
assign do_rd = rd_en & ~empty;
always @(*) begin
  if (do_wr & do_rd) begin
    existed_entries_next <= existed_entries;
    available_entries_next <= available_entries;
    wr_ptr_next[4:0] <= {wr_round, wr_ptr[3:0]} + 1;
    rd_ptr_next[4:0] <= {rd_round, rd_ptr[3:0]} + 1;
  end
  else if (do_wr & ~do_rd) begin
    existed_entries_next <= existed_entries + 1;
    available_entries_next <= available_entries - 1;
    wr_ptr_next[4:0] <= {wr_round, wr_ptr[3:0]} + 1;
    rd_ptr_next[4:0] <= {rd_round, rd_ptr[3:0]};
  end
  else if (~do_wr & do_rd) begin
    existed_entries_next <= existed_entries - 1;
    available_entries_next <= available_entries + 1;
    wr_ptr_next[4:0] <= {wr_round, wr_ptr[3:0]};
    rd_ptr_next[4:0] <= {rd_round, rd_ptr[3:0]} + 1;
  end
  else  begin
    existed_entries_next <= existed_entries;
    available_entries_next <= available_entries;
    wr_ptr_next[4:0] <= {wr_round, wr_ptr[3:0]};
    rd_ptr_next[4:0] <= {rd_round, rd_ptr[3:0]};
  end
end
always @(*) begin
  if (wr_ptr_next[4:0] == rd_ptr_next[4:0]) begin
    full_next <= 1'b0;
    empty_next <= 1'b1;
  end
  else if ((wr_round_next==~rd_round_next) & (wr_ptr_next[3:0]==rd_ptr_next[3:0])) begin
    full_next <= 1'b1;
    empty_next <= 1'b0;
  end
  else begin
    full_next <= 1'b0;
    empty_next <= 1'b0;
  end
end
always @(posedge clk or negedge rstn) begin
  if (~rstn) begin
    full <= 1'b0;
    empty <= 1'b1;
    wr_round <= 1'b0;
    rd_round <= 1'b0;
    wr_ptr[3:0] <= 4'b0;
    rd_ptr[3:0] <= 4'b0;
    existed_entries[3:0] <= 4'h0;
    available_entries[3:0] <= 4'hf;
  end
  else begin
    full <= full_next;
    empty <= empty_next;
    wr_round <= wr_round_next;
    rd_round <= rd_round_next;
    wr_ptr[3:0] <= wr_ptr_next[3:0];
    rd_ptr[3:0] <= rd_ptr_next[3:0];
    existed_entries[3:0] <= existed_entries_next[3:0];
    available_entries[3:0] <= available_entries_next[3:0];
  end
end
endmodule
File: flow/run.sh
#!/bin/bash
# OpenROAD 26Q1-2900-gdf79404cd8, Yosys 0.63+post, stock flow scripts
make -C /OpenROAD-flow-scripts/flow DESIGN_CONFIG=/design/flow/config.mk WORK_HOME=/design/flow/orfs finish
File: flow/config.mk
export PLATFORM = sky130hd
export DESIGN_NAME = synch_fifo
export DESIGN_NICKNAME = synch_fifo
export VERILOG_FILES = /design/flow/design.v
export SDC_FILE = /design/flow/constraint.sdc
export NUM_CORES = 4
export LEC_CHECK = 1
export CORE_AREA = 10 10 107 107
export DIE_AREA = 0 0 117 117
File: flow/constraint.sdc
current_design synch_fifo

set clk_period 2.7
set clk_io_pct 0.2

create_clock -name clk0 -period $clk_period [get_ports {clk}]

set non_clock_inputs [all_inputs -no_clocks]
set_input_delay [expr $clk_period * $clk_io_pct] -clock clk0 $non_clock_inputs
set_output_delay [expr $clk_period * $clk_io_pct] -clock clk0 [all_outputs]
==> flow_summary.ini <==
; generated from flow reports
[outcome]
status = finished, final reports clean

[critical_path]
critPathRequiredTime_ns = 2.89
cp.arrival_ns = 2.48
critPathMaxFanout = 8
crit_path_end_kind = flip-flop
cp-start-kind = primary input
critical_path_class = in2reg

[power]
irDropWorstVdd_mv = 0.417
power_density_nw_per_um2 = 1230
leakagePower_nw = 0.677

[routing]
wl_microns = 2450
routed_via_density = 3.11
wl_per_cell_microns = 10.5
vias = 722
diodes = 0
route.detailed.drc = 0
ant_nets = 0
drt_first_pass_iters = 3
dr.first_iter.drc_count = 42

[cells_and_area]
logic_area_sq_um = 604
fin_cells = 232
syn_to_final_growth_pct = 37.4
fillers = 1010
layout-drive-gt1-share_pct = 17.4
ff_latch_area_sq_um = 507

[clocking]
cts_buffers = 3
post_cts_resized = 0
cts_tree = done
clockRootBuffer = clkbuf_8
worstSkewPairLatency_ns = 0.26
ctsHoldBuffers = 0
clk_path_buf_depth = 2
htree_num_levels = 1
clk_pin_slew_worst_paths_ns = 0.07
post_cts_buffers = 0
clock_sinks = 20

[die]
fp.dieW_microns = 117
core_sq_um = 9200
num_io_pins = 22
fp-utilization_pct = 12.7
die_area_sq_um = 13700
chipHeight_microns = 117
rows = 35

[final_timing]
setup-tns-final_ns = 0
finClkSkew_ns = 0.00835
slew_viol_final = 0
worst_pin_slew_ns = 0.390
fmax_mhz = 436
rsz0062_at_grt = no
final_hold_viol_count = 0
min_period_ns = 2.29
max_slew_margin_pct = 74.0
finalCritPeriodShare_pct = 84.9
setup_viol = 0
postLayoutSetupSlackWorst_ns = 0.407

[logic_synthesis]
top_cell = dfrtp_1
ys_ff = 20
ys_cells = 94
ys_types = 30
netlist.area_leader.share_pct = 32.3
edf_count = 0
flop_cell = dfrtp_1
common_cells = dfrtp_1 (15), xnor2_1 (10), ha_1 (9), inv_1 (8), xor2_1 (6)
synth_seq_share_pct = 43.5
synthArstFlopShare_pct = 100
avgSynthCellArea_sq_um = 12.4
yosysWarnings = 1
syn_inst = 94
top_area_cell = dfrtp_1
topCellsByArea = dfrtp_1 (32%), dfstp_2 (11%), ha_1 (9.7%)
syn_area_sq_um = 1160
yosys_area_sq_um = 1160

[global_route]
grt_use_total_pct = 3.80
grt_pass1_vias = 800
overflow = 0
grt_max_degree = 21
antenna_found_initial = 0
grt_pass1_wl_microns = 4130

[placed_design]
dp_cells = 228
place_congestion = 0.759
dp_slack_ns = 0.116
io_buffers = 21
dpl.hpwl_microns = 1970

[min_path]
hold_path.class = reg2reg

[flow_run]
warnings = 27
max_cap_viol_count = 0
-- logic make-up after synthesis --
kind of cell	after synthesis	synth area share [%]
compound gates	14	8.92
xor+xnor	20	18.9
fa+ha+maj	11	13.1
buf+inv	11	4.52
flops	20	43.5
mux	3	2.69
simple gates	15	8.28
-- worst paths after layout --
path | from | endpoint | slack (ns) | depth (start not counted)
max in group asynchronous | rstn | available_entries[2]$_DFFE_PN1P_ | 1.81 | 2
min in group asynchronous | rstn | rd_ptr[0]$_DFF_PN0_ | 0.62 | 2
setup / recovery | wr_en | available_entries[3]$_DFFE_PN1P_ | 0.41 | 11
setup reg to reg | empty$_DFF_PN1_ | empty$_DFF_PN1_ | 0.62 | 8
hold reg to reg | existed_entries[3]$_DFFE_PN0P_ | existed_entries[3]$_DFFE_PN0P_ | 0.48 | 1
hold / removal | existed_entries[3]$_DFFE_PN0P_ | existed_entries[3]$_DFFE_PN0P_ | 0.48 | 1
-- state kept, by name, summed over array words and instances, names as in the netlist --
signal / cells
available_entries: 4
existed_entries: 4
rd_ptr: 4
wr_ptr: 4
empty: 1
full: 1
rd_round: 1
wr_round: 1
-- worst max-delay path, stage by stage --
cell and delay (ns):
clkdlybuf4s50_1 0.44, nand2b_4 0.08, inv_1 0.05, ha_1 0.20
buf_4 0.18, ha_1 0.28, a21o_1 0.17, a21oi_1 0.17
xnor2_1 0.08, nor2_1 0.12, xor2_1 0.16
-- cells in the final DEF (no fill, tap or decap), drive strengths merged, types with 3 or more instances in the layout --
cell type and instances:
buf 5, nor2 4, ha 9, xnor2 12, xor2 6, o21ai 5, clkbuf 3, dfstp 5
inv 8, clkdlybuf4s50 21, dfrtp 15, o2111ai 4
-- cell type report --
type	instances	area share (%)
multi-input cells	63	37.8
well taps	111	8.69
clock inverters	1	1.88
repair buffers	26	15.5
inverters	8	1.88
clock buffers	3	2.58
flip-flops and latches	20	31.7
-- through the flow --
step                      hold WS (ns)  area (sq um)  util (%)  total power, mW
after floorplan                  0.244          1160         -             1.24
after global placement           0.462          1530      16.6             1.68
after detailed placement         0.463          1530      16.6             1.69
after CTS                        0.480          1600      17.4             2.01
after global routing             0.492          1600      17.4             2.17
final                            0.476          1600      17.4             1.97
-- metal layers --
layer,share of wire [%],vias up,global-route usage (%)
met1,45,334,4.87
li1,-,371,-
met4,0.78,0,0.329
met5,0,-,0
met2,45,15,5.96
met3,9.5,2,1.75
-- report_power, final --
| part | switching [mW] | internal (mW) | total (mW) |
|---|---|---|---|
| registers | 0.162 | 0.478 | 0.640 |
| clock network | 0.102 | 0.198 | 0.300 |
| logic | 0.375 | 0.653 | 1.03 |
Power and IR drop assume default switching activity.
